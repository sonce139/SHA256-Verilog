$ cat flow/config.mk
export PLATFORM = sky130hd
export DESIGN_NAME = regfile
export DESIGN_NICKNAME = regfile
export VERILOG_FILES = /design/flow/design.v
export SDC_FILE = /design/flow/constraint.sdc
export NUM_CORES = 4
export LEC_CHECK = 1
export CORE_UTILIZATION = 40
$ cat flow/constraint.sdc
current_design regfile

set clk_period 9.6
set clk_io_pct 0.2

create_clock -name clk0 -period $clk_period [get_ports {clk}]

set non_clock_inputs [all_inputs -no_clocks]
set_input_delay [expr $clk_period * $clk_io_pct] -clock clk0 $non_clock_inputs
set_output_delay [expr $clk_period * $clk_io_pct] -clock clk0 [all_outputs]
$ cat flow/design.v
module regfile #(
    parameter WIDTH = 32,
    parameter CAPACITY = 64)(
    input wire clk, rst,
    input wire [WIDTH-1:0] data_wr,
    input wire [7:0] addr_wr, addr_rda, addr_rdb, addr_rdc, addr_rdd,
    output wire [WIDTH-1:0] data_rd, data_a, data_b, data_c, data_d
);
    reg [WIDTH-1:0] mem [CAPACITY-1:0];
    always @(posedge clk, negedge rst) begin
        if (!rst) begin
        end else begin
            mem[addr_wr] = data_wr;
        end
    end
    assign data_rd = mem[addr_wr];
    assign data_a = mem[addr_rda];
    assign data_b = mem[addr_rdb];
    assign data_c = mem[addr_rdc];
    assign data_d = mem[addr_rdd];
endmodule
$ cat flow/run.sh
#!/bin/bash
# OpenROAD 26Q1-2900-gdf79404cd8, Yosys 0.63+post, stock flow scripts
make -C /OpenROAD-flow-scripts/flow DESIGN_CONFIG=/design/flow/config.mk WORK_HOME=/design/flow/orfs finish
==> CHANGELOG.md <==
### Metrics

- First error: [ERROR GRT-0116] Global routing finished with congestion. Check the congestion regions in the DRC Viewer.
- Cells in synth_stat.txt: 11500
- Halt Stage: global routing
- Die height: 557 µm
- CTS max path bufs: 4
- Post-synth ARST share: 0%
- Synth Cell Area: 123000 µm²
- Pin count of the biggest net entering global routing: 65
- Synthesized area per cell: 10.7 µm²
- Clock root buffer: clkbuf_16
- Placer Congestion: 1.52
- Cts bufs inserted: 231
- Initial core utilization: 40.3%
- Hold buffer count at cts: 0
- Post-synthesis cell count: 11500
- Outcome: aborted with a tool error
- Post-CTS setup buffer count: 0
- Seq cells post-synth: 2048
- Number of gates resized after CTS: 0
- Std-Cell Rows: 203
- H-Tree Depth: 4
- IO buf count: 223
- Remaining Overflow, GRT: 36500
- CTS Sinks: 2048
- Seq share, synth: 49.9%
- Die X: 557 µm
- Synth cell types: 70
- Yosys warns: 2
- Post-synth EDFFs: 2048
- Dpl hpwl: 1050000 µm
- Num ports: 234
- Dominant flop cell: edfxtp_1
- GRT Total Usage: 113%
- First-pass GRT wire length: 2170000 µm
- YS chip area: 123000 µm²
- Number of global-route vias before repair: 187000
[kinds of logic after synthesis]
group | Yosys count | share of synthesized area, %
AOI/OAI and AO/OA | 5143 | 31.3
buffers and inverters | 1263 | 4.17
DFF | 2048 | 49.9
muxes | 80 | 0.686
and+or+nand+nor | 2950 | 13.9
[routing by layer]
metal  GRT overflow  track usage (%)
met1           8930              112
met2          17400              126
met3           5484              106
met4           4083              106
met5            556             99.0
[through the flow]
| step | worst slack, ns | hold WS (ns) | cell area, µm² | cells | util [%] |
|---|---|---|---|---|---|
| after floorplan | 3.21 | 2.02 | 123000 | 11500 | - |
| after detailed placement | 0.867 | 2.56 | 141000 | 15800 | 45.9 |
| after global placement | 0.881 | 2.55 | 141000 | 15800 | 45.9 |
| after CTS | 0.858 | 1.53 | 148000 | 16200 | 48.5 |
[cells in the mapped netlist, types with 53 or more instances]
| library cell | number | area (µm²) |
|---|---|---|
| nor4_1 | 255 | 1600 |
| mux2i_1 | 53 | 531 |
| buf_2 | 236 | 1180 |
| clkbuf_1 | 903 | 3390 |
| nand4_1 | 893 | 5590 |
| nor3_1 | 75 | 375 |
| nand2_1 | 227 | 852 |
| edfxtp_1 | 2048 | 61500 |
| buf_1 | 98 | 368 |
| a221oi_1 | 70 | 613 |
| and2_0 | 92 | 576 |
| and3_1 | 528 | 3300 |
| a22o_1 | 139 | 1220 |
| a31oi_1 | 56 | 350 |
| a2111oi_0 | 174 | 1520 |
| and2_1 | 149 | 932 |
| nand3_1 | 241 | 1210 |
| a21oi_1 | 233 | 1170 |
| nor2_1 | 311 | 1170 |
| a22oi_1 | 4309 | 32300 |
