==> /design/flow/design.v <==
module hash_reg (
    input wire [255:0] in,
    input wire clk,
    output wire [255:0] out
);
    reg[255:0] hash_val;
    always @(posedge clk) begin
        hash_val = {hash_val[255:224] + in[255:224],
                    hash_val[223:192] + in[223:192],
                    hash_val[191:160] + in[191:160],
                    hash_val[159:128] + in[159:128],
                    hash_val[127:96] + in[127:96],
                    hash_val[95:64] + in[95:64],
                    hash_val[63:32] + in[63:32],
                    hash_val[31:0] + in[31:0] };
    end
    assign out = hash_val;
endmodule
==> /design/flow/run.sh <==
#!/bin/bash
# OpenROAD 26Q1-2900-gdf79404cd8, Yosys 0.63+post, stock flow scripts
make -C /OpenROAD-flow-scripts/flow DESIGN_CONFIG=/design/flow/config.mk WORK_HOME=/design/flow/orfs finish
==> /design/flow/config.mk <==
export PLATFORM = sky130hd
export DESIGN_NAME = hash_reg
export DESIGN_NICKNAME = hash_reg
export VERILOG_FILES = /design/flow/design.v
export SDC_FILE = /design/flow/constraint.sdc
export NUM_CORES = 4
export LEC_CHECK = 1
export CORE_AREA = 10 10 286 286
export DIE_AREA = 0 0 296 296
==> /design/flow/constraint.sdc <==
current_design hash_reg

set clk_period 11.0
set clk_io_pct 0.2

create_clock -name clk0 -period $clk_period [get_ports {clk}]

set non_clock_inputs [all_inputs -no_clocks]
set_input_delay [expr $clk_period * $clk_io_pct] -clock clk0 $non_clock_inputs
set_output_delay [expr $clk_period * $clk_io_pct] -clock clk0 [all_outputs]
==> summary.txt <==
The layout was made with Yosys and OpenROAD.

The clock sink total is 256. The post-synthesis cell count from yosys is 1966. Looking at the clock tree report, the H-tree level count equals 2. The script computed a power per unit cell area of 333 nW/um^2. The count of boundary I/O pins is 513. The total area inside the core boundary comes to 75700 um^2. Setup repair after global routing left no endpoint under its margin. The classification of the worst setup path is primary input to register. The wire length of the first global-routing pass is 93.2 mm. The dominant cell type by count on the critical path is sky130_fd_sc_hd__o21bai_1. STA classifies the critical path startpoint as a primary input. The via count of the first global-routing pass was 16100. For the final routed database, the setup TNS stands at 0 ps. The number of enable flip-flop cells is 0. The count of warning messages emitted by the tools is 25. The leakage power summed over all cells is 10.6 nW. The achievable clock frequency is 199 MHz. The number of slew-limit violations in the final report is 0. The post-synthesis instance total is 1966.

After layout, the setup clock skew is reported as 18.5 ps. The latest clock arrival within the worst-skew pair is 540 ps. The flow ran to the end, and the final reports show no timing, DRC or antenna violations.

The data arrival time of the critical path is 5440 ps. After legalization and detailed placement, the total HPWL measured 51.7 mm. The number of clock buffers added by TritonCTS is 37.

The largest net degree at the start of global routing is 11. The commonest register cell is sky130_fd_sc_hd__dfxtp_1. The minimum period implied by the final worst setup slack is 5020 ps. The total global routing track utilization is 0.138. On the worst path, the slowest cell contributes a delay of 430 ps. The horizontal die dimension is 296 um. The via count is 16300.

Once routing completed, OpenROAD measured the worst setup slack at 5980 ps. The warning count from the yosys run is 1. In this run the remaining antenna-violating nets after routing total 0. The count of instances resized after the clock tree is built is 0. The highest ir drop seen on vdd is 0.136 mV. The launch instance of the worst register-to-register path is hash_val[96]. The number of port buffers is 512.

TritonCTS built the clock tree. The library cell with the largest summed area after synthesis is sky130_fd_sc_hd__dfxtp_1. The initialized floorplan defines 101 standard-cell rows. The gate-level netlist out of Yosys references 74 unique cell types. The effective utilization at floorplan is 0.231. The type of the worst min-delay path is register to register. The area growth from synthesis to layout is 42.7%.

The critical path endpoint has a required time of 11430 ps. Leaving out fill and tap cells, the most frequent cell in the layout is sky130_fd_sc_hd__clkdlybuf4s50_1. The net switching power is 3.33 mW. The number of hold buffers added after CTS was 0. The buffer and inverter count on the worst path is 1.

The post-synth register bit count is 256. On the reported timing paths, the clock transition at the registers reads 50 ps. The portion of the post-synthesis area used by sequential elements is 0.293.

The worst setup path is captured at a register. The die extent in y is 296 um. The post-synthesis async set-or-reset flop share is 0.

The worst setup slack for register-to-register paths is 7730 ps. Per the post-place timing report, worst setup slack is 5420 ps. The proportion of netlist area held by the largest area contributor is 0.293. Along the worst path, the maximum fanout reaches 4. The library cell contributing the largest single delay on the critical path is sky130_fd_sc_hd__fa_1. Switching power as a fraction of the total was reported as 0.402. The clock tree root driver cell is sky130_fd_sc_hd__clkbuf_16. The sequential fraction of design power is 0.221. The final cycle utilization of the critical path is 0.456. Of the total power, the clock network draws 0.140. The iteration count recorded for the first detailed-route pass is 5. The power report attributes to the combinational group a share of 0.639. The total DRC errors in the routed layout is 0.

The area of the mapped netlist is 17500 um^2. The category of cells accounting for the largest share of critical-path delay is AND-OR/OR-AND gates. The vias per cell is 4.66. The measured slew at the worst slew-check pin is 762 ps. By instance count after routing, the leading logic cell types are 512 x sky130_fd_sc_hd__clkdlybuf4s50_1, 256 x sky130_fd_sc_hd__dfxtp_1, 248 x sky130_fd_sc_hd__ha_1.

The global placer's final weighted congestion is 0.911. The fraction of layout instances using a drive strength above 1 is 0.0325. The buffer depth of the longest clock path is 3. The average instance in the mapped netlist occupies 8.88 um^2. Once the clock tree was built, the setup fixing pass inserted 0 buffers. Final hold analysis gives a worst-case slack of 465 ps. The synthesis report lists the most area-consuming cells as sky130_fd_sc_hd__dfxtp_1 29%, sky130_fd_sc_hd__ha_1 18%, sky130_fd_sc_hd__xnor2_1 7.9%.

The total die size is 87600 um^2. The flip-flop count of the largest register after layout is 256. Per STA, the startpoint of the critical path is in[96].

The startpoint of the tightest hold check path is hash_val[32]. The count of max-cap constraint violations is 0. The residual overflow from global routing is 0. Headroom to the max-slew limit came out at 0.479. The yosys-reported design area after synthesis is 17500 um^2.

The average wire per standard cell is 17.6 um. The number of antenna violations at the first check in global routing was 11. For reference, the final report shows the hold violation count at 0. Traced cell by cell, the critical path runs through clkdlybuf4s50_1 > ha_1 > fa_1 > a211oi_1 > o21bai_1 > a211o_1 > a31oi_2 > a21oi_1 > a221o_1 > a31oi_1 > o21bai_1 > xnor2_1. Per the finish-stage timing summary, setup violations number 0. The number of DRC markers in iteration 0 is 627.

The internal power is 4.96 mW. The overall routed net length is 61.7 mm.
[power by group through the flow]
stage / sequential [mW] / clock, mW / combinational (mW)
6_report: 1.83 / 1.16 / 5.29
5_1_grt: 1.90 / 1.26 / 5.93
4_1_cts: 1.85 / 1.22 / 5.34
[cell type report]
cell class	count	area (um^2)
Inverter	52	195
Fill cell	7827	50800
Clock buffer	55	1110
Tap cell	978	1220
Clock inverter	9	57.6
Multi-Input combinational cell	1637	12100
Sequential cell	256	5120
Timing Repair Buffer	513	5130
Antenna cell	4	10.0
[through the flow]
stage               instances  total power, mW  area, um^2  utilization
floorplan                1966             5.08       17500            -
global placement         3436             7.17       23700        0.314
detailed placement       3436             7.15       23700        0.314
CTS                      3500             8.41       24900        0.329
global route             3500             9.09       24900        0.329
finish                   3504             8.29       24900        0.329
[synthesized netlist by cell type, drive strengths merged (8+ instances only)]
master,n
xor2,72
nand4,29
nand3,54
and3,30
o21bai,36
o31ai,11
nor2b,23
fa,8
xnor2,158
or3,13
a221oi,8
a31oi,27
nor3,28
nand2,112
a21oi,186
o211ai,16
ha,248
nand2b,22
nor2,127
o21ai,119
o21a,35
a211oi,28
a21o,130
dfxtp,256
clkbuf,19
and2,16
a2111oi,10
inv,52
[final timing paths]
kind / end / depth (start not counted)
max: hash_val[124] / 12
min: hash_val[32] / 1
max reg2reg: hash_val[124] / 11
min reg2reg: hash_val[32] / 1
[layer usage]
| metal | share of wire | global-route usage | wire length, um |
|---|---|---|---|
| met4 | 0.018 | 0.0223 | 1100 |
| met2 | 0.46 | 0.226 | 28400 |
| met1 | 0.41 | 0.170 | 25500 |
| met3 | 0.11 | 0.0590 | 6620 |
| met5 | 0.0012 | 0 | 74 |
[logic make-up (layout without fill, tap and decap cells)]
kind of cell / after synthesis / count (layout) / share of synthesized area
and+or+nand+nor: 472 / 472 / 0.130
adders and majority gates: 256 / 256 / 0.187
xor gates and xnor gates: 230 / 230 / 0.115
DFF: 256 / 256 / 0.293
AOI/OAI and AO/OA: 679 / 679 / 0.258
buffers and inverters: 73 / 629 / 0.0158
other: 0 / 4 / 0
[worst register-to-register path, stage by stage (launching register included)]
cell and delay, ps:
sky130_fd_sc_hd__dfxtp_1 340, sky130_fd_sc_hd__ha_1 230, sky130_fd_sc_hd__fa_1 430, sky130_fd_sc_hd__a211oi_1 270
sky130_fd_sc_hd__o21bai_1 280, sky130_fd_sc_hd__a211o_1 380, sky130_fd_sc_hd__a31oi_2 250, sky130_fd_sc_hd__a21oi_1 170
sky130_fd_sc_hd__a221o_1 350, sky130_fd_sc_hd__a31oi_1 250, sky130_fd_sc_hd__o21bai_1 110, sky130_fd_sc_hd__xnor2_1 130
Power is estimated from default activity; no workload was simulated.
