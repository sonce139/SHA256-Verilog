==> flow/design.v <==
module K (
	input wire [5:0] in,
	output wire	[31:0] out
);
	reg [31:0] k [63:0];
	always@ (in) begin
		k[0] = 32'h428a2f98; 
		k[1] = 32'h71374491;
		k[2] = 32'hb5c0fbcf;
		k[3] = 32'he9b5dba5;
		k[4] = 32'h3956c25b;
		k[5] = 32'h59f111f1;
		k[6] = 32'h923f82a4;
		k[7] = 32'hab1c5ed5;
		k[8] = 32'hd807aa98;
		k[9] = 32'h12835b01;
		k[10] = 32'h243185be;
		k[11] = 32'h550c7dc3;
		k[12] = 32'h72be5d74;
		k[13] = 32'h80deb1fe;
		k[14] = 32'h9bdc06a7;
		k[15] = 32'hc19bf174;
		k[16] = 32'he49b69c1;
		k[17] = 32'hefbe4786;
		k[18] = 32'h0fc19dc6;
		k[19] = 32'h240ca1cc;
		k[20] = 32'h2de92c6f;
		k[21] = 32'h4a7484aa;
		k[22] = 32'h5cb0a9dc;
		k[23] = 32'h76f988da;
		k[24] = 32'h983e5152;
		k[25] = 32'ha831c66d;
		k[26] = 32'hb00327c8;
		k[27] = 32'hbf597fc7;
		k[28] = 32'hc6e00bf3;
		k[29] = 32'hd5a79147;
		k[30] = 32'h06ca6351;
		k[31] = 32'h14292967;
		k[32] = 32'h27b70a85;
		k[33] = 32'h2e1b2138;
		k[34] = 32'h4d2c6dfc;
		k[35] = 32'h53380d13;
		k[36] = 32'h650a7354;
		k[37] = 32'h766a0abb;
		k[38] = 32'h81c2c92e;
		k[39] = 32'h92722c85;
		k[40] = 32'ha2bfe8a1;
		k[41] = 32'ha81a664b;
		k[42] = 32'hc24b8b70;
		k[43] = 32'hc76c51a3;
		k[44] = 32'hd192e819;
		k[45] = 32'hd6990624;
		k[46] = 32'hf40e3585;
		k[47] = 32'h106aa070;
		k[48] = 32'h19a4c116;
		k[49] = 32'h1e376c08;
		k[50] = 32'h2748774c;
		k[51] = 32'h34b0bcb5;
		k[52] = 32'h391c0cb3;
		k[53] = 32'h4ed8aa4a;
		k[54] = 32'h5b9cca4f;
		k[55] = 32'h682e6ff3;
		k[56] = 32'h748f82ee;
		k[57] = 32'h78a5636f;
		k[58] = 32'h84c87814;
		k[59] = 32'h8cc70208;
		k[60] = 32'h90befffa;
		k[61] = 32'ha4506ceb;
		k[62] = 32'hbef9a3f7;
		k[63] = 32'hc67178f2;
	end
	assign out = k[in];
endmodule
==> flow/run.sh <==
#!/bin/bash
# OpenROAD 26Q1-2900-gdf79404cd8, Yosys 0.63+post, stock flow scripts
make -C /OpenROAD-flow-scripts/flow DESIGN_CONFIG=/design/flow/config.mk WORK_HOME=/design/flow/orfs finish
==> flow/config.mk <==
export PLATFORM = sky130hd
export DESIGN_NAME = K
export DESIGN_NICKNAME = K
export VERILOG_FILES = /design/flow/design.v
export SDC_FILE = /design/flow/constraint.sdc
export NUM_CORES = 4
export LEC_CHECK = 1
export CORE_UTILIZATION = 50
==> flow/constraint.sdc <==
current_design K

set clk_period 4.4
set clk_io_pct 0.2

create_clock -name clk0 -period $clk_period

set non_clock_inputs [all_inputs -no_clocks]
set_input_delay [expr $clk_period * $clk_io_pct] -clock clk0 $non_clock_inputs
set_output_delay [expr $clk_period * $clk_io_pct] -clock clk0 [all_outputs]
==> results.cfg <==
; flow metrics
[logic_synthesis]
syn_area_um2 = 2940
syn_inst = 484
yosysWarnings = 2
top_area_cell = o21ai_0
synth.top_cell.area_share_pct = 10.2
synth_seq_share_pct = 0
ys_area_um2 = 2940
synth_cell_types = 73
syn_area_per_cell_um2 = 6.07
ys_cells = 484
ys_top_cells_by_area = o21ai_0 (10%), a21oi_1 (9.7%), buf_2 (7.8%)

[timing]
rsz0062_at_grt = false
hold_violations = 0
min_period_ns = 4.07
worst_pin_slew_ns = 0.767
setup_violations = 0
fin_setup_tns_ns = 0
fin_crit_sh_pct = 92.5
slew_headroom_pct = 48.7
slew_viol_final = 0
clock.fmax_ghz = 0.246

[route]
diodes = 0
routed_wl_um = 14100
wl_per_cell_um = 25.2
vias = 4397
dr.pass1.iters = 7
antenna_left = 0
vias_per_cell = 7.87
drtIter0Drc = 776
drc = 0

[clocking]
hold_buffers = 0
cts_setup_buffers = 0
cts-resized-gates = 0

[grt]
overflow = 0
grt_pass1_wl_um = 21900
first_global_vias = 3812
antenna_found_initial = 0
grt_usage_pct = 46.9
grt_start_max_net_pins = 64

[hold_path]
hold_class = input pin to output port
hold-path-endpoint = out[26]
hp-start = in[1]
whs_path_depth = 3

[power]
ir_worst_vdd_uv = 108
p_per_area_nw_per_um2 = 127
power.leakage_uw = 0.00113

[floorplanning]
io_pins = 38
dieHeight_um = 78.7
initial_utilization_pct = 52.7
std_cell_rows = 27
coreArea_um2 = 5570
die_x_um = 78.7
chip_area_um2 = 6190

[critical_path]
arrival_ns = 3.19
critPathCaptureType = output port
path_max_fanout = 63
slowest_stage = clkdlybuf4s50_1
path_cells = buf_2 -> buf_12 -> nor2b_1 -> mux2i_1 -> a32oi_1 -> o211ai_1 -> clkdlybuf4s50_1
crit_family = buffers and inverters
critPathLaunchType = input pin
max_stage_delay_ns = 0.49
required_ns = 3.52
critical_path_class = input pin to output port
critical_path_buf_inv_count = 3

[job]
cap_viol_max_count = 0
warning_count = 33

[finish]
clockBufferCount = 0
syn_to_final_growth_pct = 12.9
flop_area_um2 = 0
fin_util_pct = 59.5
sequential_cell_total = 0
drive_gt1_share_pct = 9.65

[placement]
io_buffers = 38
hpwl_um = 9490
gp_congestion = 1.07

[run_status]
outcome = finished, final reports clean
## area by class of cell
type | instances | area [um^2]
fillers | 550 | 2260
inverters | 5 | 18.8
multi-input cells | 410 | 2560
well taps | 72 | 90.1
repair buffers | 72 | 643
## worst max path at each step
stage	from	endpoint	slack, ns	depth (start not counted)
CTS	in[4]	out[12]	0.41	7
global route	in[3]	out[1]	0.22	7
finish	in[4]	out[12]	0.33	7
## tightest hold or removal path, cell delays in order
cell and delay, ns:
buf_2 0.28, o21a_1 0.25, clkdlybuf4s50_1 0.39
## cells in the final DEF, fill, tap and decap left out, types with 7 or more instances in the layout
cell             count
nor3_1               7
clkdlybuf4s50_1     32
nand2b_1            18
nor2_1              24
nand3_1             10
o21ai_0             60
a21oi_1             57
a31oi_1             14
nor3b_1              7
a221oi_1            11
a211oi_1            14
a22oi_1             13
buf_4               31
nand2_1             30
nor2b_1             23
o22ai_1             15
## power breakdown
part / total (uW) / internal (uW) / switching (uW)
Combinational: 423 / 186 / 236
Clock: 0 / 0 / 0
Sequential: 0 / 0 / 0
## metal layers
metal | up-vias | track usage (%) | routed length, um
met4 | 0 | 21.3 | 1140
li1 | 1884 | - | -
met1 | 1933 | 62.8 | 5080
met2 | 458 | 67.2 | 5540
met5 | - | 0 | 0
met3 | 122 | 15.8 | 2330
## synth_stat cells (6+ instances only)
cell type,count
a211oi_1,14
a21oi_1,57
a221oi_1,11
a22oi_1,13
a31oi_1,14
buf_2,46
buf_4,8
clkbuf_1,12
nand2_1,30
nand2b_1,18
nand3_1,10
nor2_1,24
nor2b_1,23
nor3_1,7
nor3b_1,7
o211ai_1,6
o21ai_0,60
o22ai_1,15
## kinds of logic after synthesis
logic type      synth area share, %
compound gates                 56.9
simple gates                   28.8
buf+inv                        12.7
mux                           0.681
xor+xnor                      0.895
## stage by stage
stage | area, um^2 | power, uW | hold WS (ns) | instances | setup slack [ns]
final | 3320 | 423 | 2.69 | 559 | 0.329
after global routing | 3320 | 449 | 2.71 | 559 | 0.218
after floorplan | 2940 | 242 | 1.96 | 484 | 1.52
after detailed placement | 3320 | 402 | 2.68 | 559 | 0.423
after global placement | 3320 | 403 | 2.69 | 559 | 0.398
after CTS | 3320 | 405 | 2.69 | 559 | 0.413
Power is estimated from default activity; no workload was simulated.
